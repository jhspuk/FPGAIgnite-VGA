[./design.v]
`timescale 1ns / 1ps
module vga_driver (
    input  wire clk_pix,    
    input  wire rst_pix,    
    input  wire [7:0] wb_data,  
    output reg  [1:0] vga_r,   
    output reg  [1:0] vga_g,   
    output reg  [1:0] vga_b,   
    output reg  [9:0] sx,   
    output reg  [9:0] sy,   
    output reg  hsync,      
    output reg  vsync,      
    output reg  de          
    );
    parameter HA_END = 639;            
    parameter HS_STA = HA_END + 16;    
    parameter HS_END = HS_STA + 96;    
    parameter LINE   = 799;            
    parameter VA_END = 479;            
    parameter VS_STA = VA_END + 10;    
    parameter VS_END = VS_STA + 2;     
    parameter SCREEN = 524;            
    always @(*) begin
        hsync = ~(sx >= HS_STA && sx < HS_END);   
        vsync = ~(sy >= VS_STA && sy < VS_END);   
        de = (sx <= HA_END && sy <= VA_END);
    end
    always @(posedge clk_pix or negedge rst_pix) begin
        if (!rst_pix) begin
            sx <= 0;
            sy <= 0;
            vga_r <= 0;
            vga_g <= 0;
            vga_b <= 0;
        end else begin
            if (wb_data[1:0] == 2'b11) begin
                sx <= 0;
                sy <= 0;
            end else begin
              if (sx == LINE) begin   
                  sx <= 0;
                  sy <= (sy == SCREEN) ? 0 : sy + 1;   
              end else begin
                  sx <= sx + 1;
              end
            end
            vga_r <= wb_data[7:6];
            vga_g <= wb_data[5:4];
            vga_b <= wb_data[3:2];
        end
    end
endmodule
[./config.mk]
export PLATFORM = sky130hd
export DESIGN_NAME = vga_driver
export DESIGN_NICKNAME = vga_driver
export VERILOG_FILES = /design/flow/design.v
export SDC_FILE = /design/flow/constraint.sdc
export NUM_CORES = 4
export LEC_CHECK = 1
export CORE_UTILIZATION = 30
[./constraint.sdc]
current_design vga_driver

set clk_period 3.0
set clk_io_pct 0.2

create_clock -name clk0 -period $clk_period [get_ports {clk_pix}]

set non_clock_inputs [all_inputs -no_clocks]
set_input_delay [expr $clk_period * $clk_io_pct] -clock clk0 $non_clock_inputs
set_output_delay [expr $clk_period * $clk_io_pct] -clock clk0 [all_outputs]
[./run.sh]
#!/bin/bash
# OpenROAD 26Q1-2900-gdf79404cd8, Yosys 0.63+post, stock flow scripts
make -C /OpenROAD-flow-scripts/flow DESIGN_CONFIG=/design/flow/config.mk WORK_HOME=/design/flow/orfs finish
==> impl_metrics.env <==
# flow metrics
export IMPL_cts_buffers=3
export IMPL_dr_pass1_iters=4
export IMPL_met3_usage=0.0428
export IMPL_crit_type="reg2out"
export IMPL_cts_sinks=26
export IMPL_clock_skew_ps=10.6
export IMPL_core_area_um2=4090
export IMPL_cts_tree="built"
export IMPL_grt_overflow=0
export IMPL_leakagePower_nw=0.695
export IMPL_io_pins=39
export IMPL_fin_crit_ps=2560
export IMPL_timing_fmax_mhz=390
export IMPL_path_clk_slew_ps=80
export IMPL_clock_latency_ps=270
export IMPL_route_detailed_drc=0
export IMPL_h_tree_depth=1
export IMPL_hold_path_depth=1
export IMPL_hold_path_class="reg2reg"
export IMPL_vdd_drop_max_v=0.000315
export IMPL_die_h_um=67.7
export IMPL_n_antenna_cell=0
export IMPL_finalWirelength_mm=2.84
export IMPL_instances_no_fill=223
export IMPL_p_total_mw=0.735
export IMPL_syn_inst=132
export IMPL_syn_to_final_growth_pct=38.3
export IMPL_rows=23
export IMPL_synth_top_cell_by_count="dfrtp_1"
export IMPL_place_inst=219
export IMPL_async_reset_ff_frac=1.00
export IMPL_pwr_density_cell_nw_per_um2=410
export IMPL_common_cells="dfrtp_1 (26), nor2_1 (14), nand2_1 (13), a21oi_1 (8), or3_1 (7)"
export IMPL_hp_start="sx[0]"
export IMPL_cts_resized_gates=0
export IMPL_postRouteAntennaNets=0
export IMPL_vias_per_cell=4.96
export IMPL_antenna_found_initial=0
export IMPL_status="completed"
export IMPL_post_cts_setup_buffers=0
export IMPL_yosys_area_top_type="dfrtp_1"
export IMPL_track_usage=0.147
export IMPL_ys_cells=132
export IMPL_slew_viol_final=0
export IMPL_finalCritPeriodShare=0.854
export IMPL_postLayoutCoreUtil=0.438
export IMPL_reg2reg_depth=4
export IMPL_yosys_cell_types_count=37
export IMPL_setup_violations_final=0
export IMPL_placed_area_um2=1740
export IMPL_dp_final_hpwl_mm=2.07
export IMPL_synth_flops=26
export IMPL_end_kind="output pin"
export IMPL_min_to="sx[0]"
export IMPL_worstMarginPinSlew_ps=683
export IMPL_hold_violations=0
export IMPL_vias=1106
export IMPL_pre_cts_ws_ps=725
export IMPL_start_kind="flip-flop"
export IMPL_io_buffers=38
export IMPL_grt_max_degree=27
export IMPL_tns_ps=0
export IMPL_die_area_um2=4580
export IMPL_cts_buffer_depth=2
export IMPL_yosysChipArea_um2=1290
export IMPL_topCellsByArea="dfrtp_1 (50%), nor2_1 (4.1%), ha_1 (3.9%)"
export IMPL_busiest_layer="met1"
export IMPL_synthDominantCellAreaShare=0.502
export IMPL_synth_main_ff_cell="dfrtp_1"
export IMPL_cp_max_fo=5
export IMPL_drt_wirelength_per_cell_um=12.7
export IMPL_die_width_um=67.7
export IMPL_met2_usage=0.207
export IMPL_regToRegSetupSlack_ps=900
export IMPL_yosysWarnings=1
export IMPL_clock_root_buffer="clkbuf_8"
export IMPL_globalplace_congestion=0.858
export IMPL_critPathRequiredTime_ps=2400
export IMPL_grt_pass1_wl_mm=4.93
export IMPL_whs_ps=520
export IMPL_warnings=27
export IMPL_r2r_end="sy[7]"
export IMPL_regToRegStartpoint="sx[6]"
export IMPL_use_met1=0.233
export IMPL_mappedNetlistArea_um2=1290
export IMPL_drive_above_1_share=0.0636
export IMPL_setup_slack_ps=437
export IMPL_holdBufCountCts=0
export IMPL_finalInstanceArea_um2=1790
export IMPL_cp_arrival_ps=1960
export IMPL_ys_seq_frac=0.502
export IMPL_drt_initial_drc_count=75
export IMPL_slew_headroom=0.542
export IMPL_avgSynthCellArea_um2=9.81
export IMPL_rsz0062_at_grt="false"
export IMPL_grt_pass1_vias=1013
export IMPL_fp_util=0.317
export IMPL_maxCapViolCount=0
export IMPL_enable_flop_cells=0
-- state kept, by name, indices dropped and copies added, names as in the netlist --
name / flops
vga_g: 2
vga_b: 2
sy: 10
vga_r: 2
sx: 10
-- final cells by class --
class / instances / area [µm²]
Tap cell: 50 / 62.6
Multi-Input combinational cell: 100 / 619
Fill cell: 384 / 2300
Clock buffer: 4 / 55.1
Sequential cell: 26 / 651
Inverter: 4 / 15.0
Timing Repair Buffer: 39 / 388
-- how the worst max path moves through the flow --
stage / to / start / slack [ps]
4_1_cts: hsync / sx[0] / 420
5_1_grt: hsync / sx[0] / 330
6_report: hsync / sx[0] / 440
-- worst max-delay path, stage by stage (launching register included) --
cell and delay, ps:
dfrtp_1 430, ha_1 260, a31oi_1 260, nor2_1 60, a21oi_1 150, nand4b_1 110, clkdlybuf4s50_1 420
-- power breakdown --
| group | internal (mW) | switching [mW] | leakage, nW |
|---|---|---|---|
| Clock | 0.117 | 0.107 | 0.0288 |
| Combinational | 0.0703 | 0.0367 | 0.325 |
| Sequential | 0.374 | 0.0297 | 0.341 |
-- cell usage in the layout (no fill, tap or decap), drive strengths merged --
| master | n |
|---|---|
| a211oi | 2 |
| a21o | 1 |
| a21oi | 8 |
| a22o | 1 |
| a2bb2oi | 1 |
| a31oi | 1 |
| and2 | 2 |
| and4 | 1 |
| buf | 1 |
| clkbuf | 4 |
| clkdlybuf4s50 | 38 |
| dfrtp | 26 |
| ha | 4 |
| inv | 4 |
| mux2 | 1 |
| nand2 | 13 |
| nand3 | 6 |
| nand4 | 4 |
| nand4b | 1 |
| nand4bb | 1 |
| nor2 | 14 |
| nor3 | 6 |
| nor3b | 1 |
| nor4 | 1 |
| o21a | 1 |
| o21ai | 5 |
| o22a | 1 |
| o311ai | 1 |
| o31a | 1 |
| o31ai | 4 |
| or2 | 2 |
| or3 | 8 |
| or4 | 2 |
| xnor2 | 3 |
| xor2 | 3 |
-- per-layer routing --
layer / up-vias / part of all wire
li1: 569 / -
met1: 507 / 0.50
met2: 28 / 0.42
met3: 2 / 0.065
met4: 0 / 0.0060
met5: - / 0
-- cells by family after synthesis --
family          synth area share
mux                      0.00870
xor+xnor                  0.0406
simple gates               0.251
compound gates             0.139
buf+inv                   0.0193
flops                      0.502
fa+ha+maj                 0.0386
Power is estimated from default activity; no workload was simulated.
